File: design/flow/design.v
module apb_slave (
	input  wire        pclk      ,
	input  wire        preset_n  ,
	input  wire        psel      ,
	input  wire        pwrite    ,
	input  wire        penable   ,
	output wire        pready    ,
	output wire        wr_en     ,
	output wire        rd_en     
);
reg        pready_r   ;
assign wr_en = psel & pwrite & penable;
assign rd_en = psel & !pwrite & penable           ;
assign pready  = (!psel && !penable) ? 0 : pready_r;
always @(posedge pclk or negedge preset_n) begin
	if (!preset_n)
	begin
		pready_r   <= 0;
	end
	else begin
		if (psel && !penable && !pwrite) begin  
			pready_r <= 0;
		end
		else if (psel && penable && !pwrite) begin  
			pready_r <= 1;
		end
		else if (psel && !penable && pwrite) begin  
			pready_r <= 0;
		end
		else if (psel && penable && pwrite) begin  
			pready_r <= 1;
		end
		else
			pready_r <=  0;
	end
end
endmodule
module counter (
	input  wire        sys_clk   ,
	input  wire        sys_rst_n ,
	input  wire        cnt_en    ,
	input  wire [1:0]  wr_sel    ,
     input  wire [3:0]  pstrb     ,
	input  wire [31:0] wdt       ,
     input  wire        timer_en  ,
	output wire [63:0] cnt
);
parameter DEFAULT     = 32'h00;
parameter CNT_DEFAULT = 64'h00;
reg  [31:0] tdr0_r   ;
reg  [31:0] tdr1_r   ;
wire [31:0] tdr0_tmp ;
wire [31:0] tdr1_tmp ;
wire [63:0] cnt_tmp  ;
assign cnt      = {tdr1_r,tdr0_r};
assign cnt_tmp = cnt + 1'b1;
assign tdr0_tmp [7:0] = (wr_sel == 2'b01) & pstrb[0] ?  wdt[7:0]      : 
                        timer_en                     ?  8'h0          :
			         cnt_en                       ?  cnt_tmp [7:0] :
					     		               tdr0_r [7:0]  ;
assign tdr0_tmp [15:8] = (wr_sel == 2'b01) & pstrb[1] ?  wdt[15:8]     :      
                         timer_en                     ?  8'h0          :
                         cnt_en                       ?  cnt_tmp[15:8] :
                                                         tdr0_r [15:8] ;
assign tdr0_tmp [23:16] = (wr_sel == 2'b01) & pstrb[2] ?  wdt[23:16]     :      
                          timer_en                     ?  8'h0           :
                          cnt_en                       ?  cnt_tmp[23:16] :
                                                          tdr0_r [23:16] ;
assign tdr0_tmp [31:24] = (wr_sel == 2'b01) & pstrb[3] ?  wdt[31:24]      :      
                          timer_en                     ?  8'h0            :
                          cnt_en                       ?  cnt_tmp [31:24] :
                                                          tdr0_r [31:24]  ;
assign tdr1_tmp [7:0] = (wr_sel == 2'b10) & pstrb[0] ?  wdt[7:0]        :      
                        timer_en                     ?  8'h0            :
                        cnt_en                       ?  cnt_tmp [39:32] :
                                                        tdr1_r [7:0]    ;
assign tdr1_tmp [15:8] = (wr_sel == 2'b10) & pstrb[1] ?  wdt[15:8]     :  
                         timer_en                     ?  8'h0          :
                         cnt_en                       ?  cnt_tmp[47:40] :
                                                         tdr1_r [15:8] ;
assign tdr1_tmp [23:16] = (wr_sel == 2'b10) & pstrb[2] ?  wdt[23:16]     :
                          timer_en                     ?  8'h0           :
                          cnt_en                       ?  cnt_tmp[55:48] :
                                                          tdr1_r [23:16] ;
assign tdr1_tmp [31:24] = (wr_sel == 2'b10) & pstrb[3] ?  wdt[31:24]      :
                          timer_en                     ?  8'h0            :
                          cnt_en                       ?  cnt_tmp [63:56] :
                                                          tdr1_r [31:24]  ;
always @(posedge sys_clk or negedge sys_rst_n) begin
	if (!sys_rst_n) begin
		tdr0_r <= DEFAULT;
	end
	else begin
		tdr0_r <= tdr0_tmp;
	end
end		
always @(posedge sys_clk or negedge sys_rst_n) begin
     if (!sys_rst_n) begin
          tdr1_r <= DEFAULT;
     end 
     else begin
          tdr1_r <= tdr1_tmp;
     end 
end
endmodule
module counter_control (
	input  wire       sys_clk   ,
	input  wire       sys_rst_n ,
	input  wire       div_en    ,
	input  wire [3:0] div_val   ,
	input  wire       halt_req  ,
	input  wire       timer_en  ,
	output wire       cnt_en  
);
reg  [7:0]  div             ;
reg  [7:0]  cnt             ;
wire [7:0]  cnt_pre         ;
wire        cnt_rst         ;
wire        default_mode    ;
wire        cnt_ctrl_mode_0 ;
wire        cnt_ctrl_other  ;
assign cnt_rst = (cnt == div) | (!timer_en) | (!div_en);
assign cnt_pre = halt_req   ? cnt  :
                 cnt_rst    ? 8'h0 :
                 cnt + 1'b1 ;
always @(posedge sys_clk or negedge sys_rst_n) begin
     if (!sys_rst_n) begin
          cnt <= 8'h0;
     end else begin
          cnt <= cnt_pre;
     end
end
always @(*) begin
	case (div_val) 
		4'b0000: div = 8'd0   ;
		4'b0001: div = 8'd1   ;
		4'b0010: div = 8'd3   ;
		4'b0011: div = 8'd7   ;
		4'b0100: div = 8'd15  ;
		4'b0101: div = 8'd31  ;
		4'b0110: div = 8'd63  ;
		4'b0111: div = 8'd127 ;
		4'b1000: div = 8'd255 ;
		default: div = 8'd0      ;
	endcase
end
assign default_mode    = !div_en & timer_en ;
assign cnt_ctrl_mode_0 = div_en  & timer_en & (div_val == 0);
assign cnt_ctrl_other  = timer_en & div_en & (div_val != 0) & (cnt == div);
assign cnt_en          = (default_mode | cnt_ctrl_mode_0 | cnt_ctrl_other) & !halt_req ;
endmodule	
module register #(parameter N = 32)
(
	input  wire         sys_clk      ,
     input  wire         sys_rst_n    ,
	input  wire         wr_en        ,
	input  wire         rd_en        ,
	input  wire [11:0]  addr         ,
	input  wire [N-1:0] pwdata       ,
	input  wire [63:0]  cnt          ,
	input  wire         dbg_mode     ,
     input  wire [3:0]   pstrb        ,
	output wire [N-1:0] rdata        ,
	output wire         div_en       ,
	output wire [3:0]   div_val      ,
	output wire         halt_req     ,
	output wire         timer_en     ,
     output wire         timer_en_out ,
	output wire [1:0]   wr_sel       ,
	output wire         pslverr      ,
	output wire         tim_int      ,
	output wire [N-1:0] wdt       
);
parameter ADDR_TCR     = 12'h00;
parameter ADDR_TDR0    = 12'h04;
parameter ADDR_TDR1    = 12'h08;
parameter ADDR_TCMP0   = 12'h0C;
parameter ADDR_TCMP1   = 12'h10;
parameter ADDR_TIER    = 12'h14;
parameter ADDR_TISR    = 12'h18;
parameter ADDR_THCSR   = 12'h1C;
parameter TCR_DEFAULT   = 32'h100 ;
parameter TDR0_DEFAULT  = 32'h0   ;
parameter TDR1_DEFAULT  = 32'h0   ;
parameter TIER_DEFAULT  = 32'b0    ;
parameter TISR_DEFAULT  = 32'b0    ;
parameter THCSR_DEFAULT = 32'b0    ;
parameter TCMP0_DEFAULT = 32'hFFFF_FFFF ;
parameter TCMP1_DEFAULT = 32'hFFFF_FFFF ;
reg [7:0]    sel_reg      ;
reg [N-1:0]  tcr_r        ;
reg [N-1:0]  tcmp0_r      ;
reg [N-1:0]  tcmp1_r      ;
reg [N-1:0]  tisr_r       ;
reg [N-1:0]  tier_r       ;
reg [N-1:0]  thcsr_r      ;
reg [N-1:0]  rdata_r      ;
reg          timer_en_r   ;
wire [N-1:0] tcmp0_tmp    ;
wire [N-1:0] tcmp1_tmp    ;
wire         int_clr      ;
wire         int_set      ;
wire         int_st       ; 
wire         int_en       ;
wire         ctrl         ;
wire         halt_ack     ;
wire         halt_req_tmp ;
wire         err_div_en   ;
wire [N-1:0]   tcr_tmp      ;
wire         div_val_tmp  ;
wire         err_div_val_0  ;
wire         err_div_val_1  ;
always @(*) begin
	case (addr)
		ADDR_TCR   : sel_reg = 8'b0000_0001;
		ADDR_TDR0  : sel_reg = 8'b0000_0010;
		ADDR_TDR1  : sel_reg = 8'b0000_0100;
		ADDR_TCMP0 : sel_reg = 8'b0000_1000;
		ADDR_TCMP1 : sel_reg = 8'b0001_0000;
		ADDR_TIER  : sel_reg = 8'b0010_0000;
          ADDR_TISR  : sel_reg = 8'b0100_0000;
          ADDR_THCSR : sel_reg = 8'b1000_0000;
		default    : sel_reg = 8'b0000_0000;
	endcase
end
assign ctrl         = wr_en & sel_reg[0]     ;
assign timer_en_out = ~tcr_r[0] & timer_en_r ;
always @(posedge sys_clk or negedge sys_rst_n) begin
     if (!sys_rst_n) begin
          timer_en_r <= 1'b0;
     end else begin
          timer_en_r <= tcr_r[0];
     end
end
assign pslverr     = err_div_en | err_div_val_1 | err_div_val_0;
assign div_val_tmp = ctrl && pstrb[1] && (pwdata[11:8] <= 4'h8)            ;
assign div_val     = div_val_tmp & ~pslverr ? pwdata[11:8] : tcr_r[11:8] ;
assign div_en      = ctrl & pstrb[0] & ~pslverr ? pwdata [1] : tcr_r[1]  ;
assign timer_en    = ctrl & pstrb[0] & ~pslverr ? pwdata [0] : tcr_r[0]  ;
assign err_div_en = tcr_r[0] & ctrl & pstrb[0] & (pwdata[1] != tcr_r[1]);
assign err_div_val_1 = ctrl && pstrb[1] && (pwdata[11:8] > 8);
assign err_div_val_0 = tcr_r[0] && ctrl && pstrb[1] && (pwdata[11:8] != tcr_r[11:8]);
assign tcr_tmp = {20'h0, div_val, 6'h0, div_en, timer_en};
always @(posedge sys_clk or negedge sys_rst_n) begin
	if (!sys_rst_n) begin
		tcr_r <= TCR_DEFAULT; 
	end
	else begin
		tcr_r <= tcr_tmp;
	end
end
assign wr_sel    = wr_en & sel_reg[1] ? 2'b01   :
			    wr_en & sel_reg[2] ? 2'b10   :
								2'b00   ;
assign wdt     = (|wr_sel == 1) ? pwdata : 32'h0 ;
assign tcmp0_tmp[7:0]    = wr_en & sel_reg[3] & pstrb[0] ? pwdata[7:0]   : tcmp0_r[7:0]   ;
assign tcmp0_tmp[15:8]   = wr_en & sel_reg[3] & pstrb[1] ? pwdata[15:8]  : tcmp0_r[15:8]  ;
assign tcmp0_tmp[23:16]  = wr_en & sel_reg[3] & pstrb[2] ? pwdata[23:16] : tcmp0_r[23:16] ;
assign tcmp0_tmp[31:24]  = wr_en & sel_reg[3] & pstrb[3] ? pwdata[31:24] : tcmp0_r[31:24] ;
always @(posedge sys_clk or negedge sys_rst_n) begin
     if (!sys_rst_n) begin
          tcmp0_r <= TCMP0_DEFAULT;
     end
     else begin
          tcmp0_r <= tcmp0_tmp;
     end
end
assign tcmp1_tmp[7:0]    = wr_en & sel_reg[4] & pstrb[0] ? pwdata[7:0]   : tcmp1_r[7:0]   ;
assign tcmp1_tmp[15:8]   = wr_en & sel_reg[4] & pstrb[1] ? pwdata[15:8]  : tcmp1_r[15:8]  ;
assign tcmp1_tmp[23:16]  = wr_en & sel_reg[4] & pstrb[2] ? pwdata[23:16] : tcmp1_r[23:16] ;
assign tcmp1_tmp[31:24]  = wr_en & sel_reg[4] & pstrb[3] ? pwdata[31:24] : tcmp1_r[31:24] ;
always @(posedge sys_clk or negedge sys_rst_n) begin
     if (!sys_rst_n) begin
          tcmp1_r <= TCMP1_DEFAULT;
     end
     else begin
          tcmp1_r <= tcmp1_tmp;
     end
end
assign int_en = wr_en & sel_reg[5] & pstrb[0] ? pwdata[0] : tier_r[0];
always @(posedge sys_clk or negedge sys_rst_n) begin
     if (!sys_rst_n) begin
          tier_r <= TIER_DEFAULT;
     end
     else begin
          tier_r <= {31'h0, int_en};
     end
end
assign int_clr  = wr_en & sel_reg[6] & pstrb[0] & (pwdata[0] == 1'b1) & (tisr_r[0] == 1'b1) ;
assign int_set  = (cnt[63:0] == {tcmp1_r,tcmp0_r});
assign int_st   = int_clr ? 1'b0        :
			   int_set ? 1'b1        :
					   tisr_r[0]   ;
always @(posedge sys_clk or negedge sys_rst_n) begin
     if (!sys_rst_n) begin
          tisr_r <= TISR_DEFAULT;
     end
     else begin
          tisr_r <={31'h0, int_st};
     end
end
assign tim_int = int_en & int_st;
assign halt_req_tmp = (wr_en & sel_reg[7] & pstrb[0])? pwdata[0] : thcsr_r[0] ;
assign halt_ack     = dbg_mode & halt_req_tmp;
assign halt_req     = halt_ack       ;
always @(posedge sys_clk or negedge sys_rst_n) begin
     if (!sys_rst_n) begin
          thcsr_r <= THCSR_DEFAULT;
     end 
     else begin
          thcsr_r <= {30'h0, halt_ack, halt_req_tmp};
     end 
end
assign rdata       = rdata_r;
     always @(*) begin
         if (rd_en) begin
               case (addr)
                    ADDR_TCR   : rdata_r = tcr_r      ;
                    ADDR_TDR0  : rdata_r = cnt[31:0]  ; 
          		ADDR_TDR1  : rdata_r = cnt[63:32] ;
          		ADDR_TCMP0 : rdata_r = tcmp0_r    ;
          		ADDR_TCMP1 : rdata_r = tcmp1_r    ;
          		ADDR_TIER  : rdata_r = tier_r     ;
          		ADDR_TISR  : rdata_r = tisr_r     ;
          		ADDR_THCSR : rdata_r = thcsr_r    ;
                    default    : rdata_r = 32'h0      ;
               endcase
          end
          else begin
               rdata_r = 32'h0;
          end
     end
     endmodule
module timer_top (
	input  wire        sys_clk      ,
	input  wire        sys_rst_n    ,
	input  wire        tim_psel     ,
	input  wire        tim_pwrite   ,
	input  wire        tim_penable  ,
	input  wire [11:0] tim_paddr    ,
	input  wire [31:0] tim_pwdata   ,
	input  wire [3:0]  tim_pstrb    ,
	output wire        tim_pready   ,
	input  wire        dbg_mode     ,
	output wire [31:0] tim_prdata   ,
	output wire        tim_pslverr  ,
	output wire        tim_int      
);
wire [31:0] wdta            ;
wire        write_en        ;
wire        read_en         ;
wire [63:0] count           ;
wire        div_en          ;
wire [3:0]  div_val         ;
wire        halt_req        ;
wire        timer_en_out    ;
wire        timer_en_tmp    ;
wire [1:0]  wr_sel          ;
wire        count_en        ;
		apb_slave u_apb (
						.pclk     ( sys_clk     ),
						.preset_n ( sys_rst_n   ),
						.psel     ( tim_psel    ),
						.pwrite   ( tim_pwrite  ),
						.penable  ( tim_penable ),
						.pready   ( tim_pready  ),
						.wr_en    ( write_en    ),
						.rd_en    ( read_en     )
					);
		register u_reg (
						.sys_clk      ( sys_clk     ),
						.sys_rst_n    ( sys_rst_n   ),
						.wr_en        ( write_en    ),
						.rd_en        ( read_en     ),
						.addr         ( tim_paddr   ),
						.pwdata       ( tim_pwdata  ),
						.cnt          ( count       ),
						.dbg_mode     ( dbg_mode    ),
                              .pstrb        ( tim_pstrb   ),
						.rdata        ( tim_prdata  ),
						.div_en       ( div_en      ),					
						.div_val      ( div_val     ),
						.halt_req     ( halt_req	   ), 
  						.timer_en     ( timer_en_tmp),
                              .timer_en_out ( timer_en_out),
						.wr_sel       ( wr_sel      ),
						.pslverr      ( tim_pslverr ),
						.tim_int      ( tim_int     ),
						.wdt          ( wdta        )
					);
		counter_control u_cnt_ctrl (	
			                         .sys_clk   ( sys_clk      ),
     		                         .sys_rst_n ( sys_rst_n    ),
		                              .div_en    ( div_en       ),    
          		                    .div_val   ( div_val      ),
                    		          .halt_req  ( halt_req     ),
                             			.timer_en  ( timer_en_tmp ),
								.cnt_en    ( count_en     )
							);
		counter u_counter (
                                        .sys_clk   ( sys_clk      ),
                                        .sys_rst_n ( sys_rst_n    ),
                                        .cnt_en    ( count_en     ),
		                              .wr_sel    ( wr_sel       ),
                                        .pstrb     ( tim_pstrb    ),
		                              .wdt       ( wdta         ),
                                        .timer_en  ( timer_en_out ),
								.cnt       ( count        )
						);
endmodule
File: design/flow/config.mk
export PLATFORM = sky130hd
export DESIGN_NAME = timer_top
export DESIGN_NICKNAME = timer_top
export VERILOG_FILES = /design/flow/design.v
export SDC_FILE = /design/flow/constraint.sdc
export NUM_CORES = 4
export LEC_CHECK = 1
export CORE_UTILIZATION = 30
File: design/flow/run.sh
#!/bin/bash
# OpenROAD 26Q1-2900-gdf79404cd8, Yosys 0.63+post, stock flow scripts
make -C /OpenROAD-flow-scripts/flow DESIGN_CONFIG=/design/flow/config.mk WORK_HOME=/design/flow/orfs finish
File: design/flow/constraint.sdc
current_design timer_top

set clk_period 6.9
set clk_io_pct 0.2

create_clock -name clk0 -period $clk_period [get_ports {sys_clk}]

set non_clock_inputs [all_inputs -no_clocks]
set_input_delay [expr $clk_period * $clk_io_pct] -clock clk0 $non_clock_inputs
set_output_delay [expr $clk_period * $clk_io_pct] -clock clk0 [all_outputs]
==> results.yml <==
# synthesis and place-and-route metrics
flow_run:
  max_cap_violations: 0
  warning_count: 25
cts:
  cts.sinks: 148
  root_buffer: "clkbuf_16"
  cts_hold_buffers: 0
  post_cts_buffers: 0
  cts_resized: 0
  cts_tree: "yes"
  clock_latency_ns: 0.43
  clk_pin_slew_ns: 0.06
  clock_path_buffers: 2
  cts_buffers: 17
  htree_levels: 4
synthesis:
  yosys.stat.seqShare: 0.400
  edf_count: 0
  ys_warn_count: 4
  ys_area_sq_mm: 0.00946
  synth.distinct_cells: 69
  ys_cells: 998
  ys_seq_elements: 148
  ff_type: "dfrtp_1"
  area_leaders: "dfrtp_1 22%, dfstp_2 18%, mux2_2 7.6%"
  top_cell_area_share: 0.220
  synthArstFlopShare: 1.00
  postSynthAreaPerCell_sq_um: 9.48
  top_area_cell: "dfrtp_1"
  netlist_area_sq_mm: 0.00946
  netlist_instances: 998
  common_cells: "83 x dfrtp_1, 74 x a22oi_1, 71 x nand2_1"
  top_cell: "dfrtp_1"
global_route:
  grt_pass1_wl_mm: 52.1
  grt_usage: 0.216
  grt_max_degree: 59
  grt_pass1_vias: 8447
  antenna_found_initial: 0
  overflow: 0
routing:
  vias_per_cell: 5.94
  wirelength_mm: 33.8
  dr.pass1.iters: 23
  vias: 8765
  diodes: 0
  first_iter_violations: 858
  drc: 0
  wl_per_cell_um: 22.9
  antenna_left: 0
setup_path:
  cp.depth: 8
  crit_family: "simple AND/OR/NAND/NOR gates"
  reg2reg_depth: 12
  crit_top_cell: "clkdlybuf4s50_1"
  cp_slowest_cell: "nor4_1"
  timing.rr.start: "u_reg.tcr_r[10]"
  regToRegEndpoint: "u_counter.tdr1_r[20]"
  r2r_slack_ns: 2.49
  crit_chain: "clkdlybuf4s50_1 -> nor4_1 -> nor4b_1 -> and3_1 -> buf_4 -> a22oi_1 -> a31oi_1 -> clkdlybuf4s50_1"
  arrival_ns: 4.76
  cp_max_fo: 33
  cp-start-kind: "primary input"
  required_ns: 5.52
  crit_path_end_kind: "output port"
  criticalPathCategory: "primary input to output port"
  crit_path_max_incr_delay_ns: 0.66
  path_buffers: 3
place:
  place_inst: 1443
  dp_hpwl_mm: 24.4
  place.gp.congestion: 0.947
  port_buffers: 88
final_timing:
  period_used_share: 0.889
  worstMarginPinSlew_ns: 1.08
  finalSetupTns_ns: 0
  fin_crit_ns: 6.14
  final_hold_viol_count: 0
  finClkSkew_ns: 0.0164
  slew_headroom: 0.273
  fmax_mhz: 163
  setup_viol: 0
  rsz0062_at_grt: "no"
  slew_viol_final: 0
final_layout:
  fillers: 2996
  area_growth_pct: 20.3
  fin_cells: 1475
  drive_above_1_share: 0.183
  seqCellArea_sq_mm: 0.00378
  logic_area_sq_mm: 0.00535
power:
  powerDensity_mw_per_mm2: 170
  irDropWorstVdd_uv: 158
  total_power_uw: 1930
  leakage_uw: 0.00431
floorplan:
  rows: 64
  io_pins: 89
  fp.dieW_um: 180
  coreArea_sq_mm: 0.0308
  die.size.y_um: 180
  fp_util: 0.307
  dieArea_sq_mm: 0.0322
run_status:
  status: "completed"
hold_path:
  hold_path_class: "flop to flop"
  hp-start: "u_reg.tcmp1_r[6]"
  hold_end: "u_reg.tcmp1_r[6]"
  min_path_cells: 2
-- state kept, by name, summed over array words and instances (netlist names) --
name and count:
u_reg.tier_r 1, u_reg.tcr_r 6, u_reg.timer_en_r 1, u_reg.tisr_r 1
u_apb.pready_r 1, u_reg.tcmp0_r 32, u_counter.tdr0_r 32, u_reg.thcsr_r 2
u_reg.tcmp1_r 32, u_counter.tdr1_r 32, u_cnt_ctrl.cnt 8
-- per-layer routing --
layer | wire length (um) | share of wire | global-route usage
met4 | 1180 | 0.035 | 0.0634
met2 | 14500 | 0.43 | 0.312
met5 | 0 | 0 | 0
met1 | 15000 | 0.45 | 0.325
met3 | 3050 | 0.090 | 0.0559
-- cell type report --
class | count | area share
inverters | 29 | 0.00957
clock buffers | 19 | 0.0389
repair buffers | 107 | 0.0901
flip-flops and latches | 148 | 0.333
multi-input cells | 763 | 0.470
well taps | 396 | 0.0436
clock inverters | 13 | 0.0151
-- how the worst max path moves through the flow --
stage	from	end	slack [ns]
CTS	tim_paddr[8]	tim_prdata[1]	0.84
global route	tim_paddr[8]	tim_prdata[1]	0.61
finish	tim_paddr[8]	tim_prdata[1]	0.76
-- metrics by stage --
stage / area, sq um / hold WS [ns] / util / setup slack, ns
2_1_floorplan: 9460 / 0.352 / - / 2.21
3_3_place_gp: 10800 / 0.540 / 0.349 / 0.853
3_5_place_dp: 10800 / 0.535 / 0.349 / 0.803
4_1_cts: 11400 / 0.551 / 0.369 / 0.840
5_1_grt: 11400 / 0.602 / 0.369 / 0.608
6_report: 11400 / 0.550 / 0.369 / 0.764
-- cell families (layout without fill, tap and decap cells) --
logic type	after synthesis	in the layout	synth area share
AND/OR/NAND/NOR	326	326	0.182
multiplexers	67	67	0.0794
XOR/XNOR	90	90	0.0833
adder cells (fa/ha/maj)	2	2	0.00265
flip-flops	148	148	0.400
AND-OR/OR-AND	278	278	0.217
buffers and inverters	87	168	0.0357
-- placed cells by master (no fill, tap or decap), drive strengths merged, types with 4 or more instances in the layout --
cell and instances:
and4 6, nand4b 4, xnor2 54, o211ai 7, o22ai 10, clkinv 5, o21a 6, nor4 14
nand4 45, a22oi 74, a32oi 5, o41ai 5, mux2 64, nand2 72, a21oi 42, or2 5
a22o 35, nor2b 5, clkbuf 19, or4 7, xor2 36, and3 34, a31oi 6, a2bb2oi 15
a222oi 6, nand3 53, and2 10, nor2 45, buf 20, clkdlybuf4s50 87, o31ai 9, dfstp 65
dfrtp 83, nor3 17, inv 32, o21ai 32
-- power by group --
group          internal [uW]  total, uW  leakage [uW]  switching (uW)
logic                   33.5       83.5       0.00222            50.1
clock network            584        979      0.000295             394
registers                871        872       0.00180            1.43
total                   1490       1930       0.00431             446
-- worst min-delay path, stage by stage, from the launching register on --
cell,delay (ns)
dfstp_2,0.37
inv_1,0.08
o21ai_0,0.09
No activity file was given, so power comes from the tool's default toggle rates.
